==> ./design.v <==
module vjtag_interface #(parameter int DW = 8) (
    input  wire        tck,
    input  wire        tdi,
    input  wire        aclr,
    input  wire [1:0]  ir_in,       
    input  wire        v_cdr,       
    input  wire        v_sdr,       
    input  wire        udr,         
    output logic [(DW-1):0] data_out,    
    input  wire  [(DW-1):0] data_in,     
    output logic       tdo,
    output logic [(DW-1):0] debug_dr2,     
    output logic [(DW-1):0] debug_dr1      
);
typedef enum logic [1:0] {
    BYPASS  = 2'b00,
    WRITE   = 2'b01,
    READ    = 2'b10
} jtag_ir_state_t;
jtag_ir_state_t ir_state;
logic             DR0_bypass_reg;  
logic [(DW-1):0]  DR1;             
logic [(DW-1):0]  DR2;             
always_ff @(posedge tck or negedge aclr) begin
    if (~aclr) begin
        DR0_bypass_reg <= 1'b0;
    end 
    else begin
        if (v_cdr && (ir_state == BYPASS)) begin
            DR0_bypass_reg <= 1'b0;  
        end 
        else begin 
            if (v_sdr && (ir_state == BYPASS)) begin
                DR0_bypass_reg <= tdi;   
            end
        end
    end
end
always_ff @(posedge tck or negedge aclr) begin
    if (~aclr) begin
        DR1 <= '0;
    end 
    else begin
        if (v_sdr && (ir_state == WRITE)) begin
            DR1 <= {tdi, DR1[(DW-1):1]};  
        end
    end
end
always_ff @(posedge tck or negedge aclr) begin
    if (~aclr) begin
        DR2 <= '0;
    end else begin
        if (ir_state == READ) begin
            if (v_cdr) begin
                DR2 <= data_in;
            end
            else begin
                if (v_sdr) begin
                    DR2 <= {tdi, DR2[(DW-1):1]};  
                end
            end
        end
    end
end
always_ff @(posedge tck) begin
    if (udr && (ir_state == WRITE)) begin  
        data_out <= DR1;
    end
end
always_comb begin
    case (ir_state)
        WRITE:   tdo = DR1[0];          
        READ:    tdo = DR2[0];          
        BYPASS:  tdo = DR0_bypass_reg;  
        default: tdo = DR0_bypass_reg;  
    endcase
end
assign debug_dr2 = DR2;
assign debug_dr1 = DR1;
assign ir_state = jtag_ir_state_t'(ir_in);  
endmodule
==> ./config.mk <==
export PLATFORM = sky130hd
export DESIGN_NAME = vjtag_interface
export DESIGN_NICKNAME = vjtag_interface
export VERILOG_FILES = /design/flow/design.v
export SDC_FILE = /design/flow/constraint.sdc
export NUM_CORES = 4
export LEC_CHECK = 1
export CORE_AREA = 10 10 88 88
export DIE_AREA = 0 0 98 98
==> ./constraint.sdc <==
current_design vjtag_interface

set clk_period 1.6
set clk_io_pct 0.2

create_clock -name clk0 -period $clk_period [get_ports {tck}]

set non_clock_inputs [all_inputs -no_clocks]
set_input_delay [expr $clk_period * $clk_io_pct] -clock clk0 $non_clock_inputs
set_output_delay [expr $clk_period * $clk_io_pct] -clock clk0 [all_outputs]
==> ./run.sh <==
#!/bin/bash
# OpenROAD 26Q1-2900-gdf79404cd8, Yosys 0.63+post, stock flow scripts
make -C /OpenROAD-flow-scripts/flow DESIGN_CONFIG=/design/flow/config.mk WORK_HOME=/design/flow/orfs finish
==> results_dict.tcl <==
# collected from the flow reports
set metrics [dict create \
    syn_avg_cell_area_um2 13.03 \
    seq_area_frac_synth 0.6011 \
    areaGrowthSynthToFinish_pct 51.75 \
    cts_tree "built" \
    port_buffers 40 \
    crit_cells 1 \
    cts-buffers-inserted 3 \
    htreeDepth 1 \
    drc_errors 0 \
    worst-r2r-cell-count 2 \
    crit_family "buffers and inverters" \
    layout_worst_path_cycle_share 0.9537 \
    ys_cells 85 \
    vias 834 \
    ant_nets 0 \
    crit_fanout 4 \
    hold_ws_ns 0.3675 \
    setup_viol 0 \
    power_density_nw_per_um2 1110 \
    cts.clk_slew.worst_paths_ns 0.09 \
    critPathBufInv 1 \
    max_cap_viol_count 0 \
    p_leak_nw 0.6348 \
    die_x_um 98 \
    synthDistinctLibCells 19 \
    critPathMaxStageDelay_ns 0.51 \
    first_global_vias 917 \
    reg_top3 "DR1 (8), DR2 (8), data_out (8)" \
    fp_util 0.1870 \
    rsz0062_at_grt "false" \
    finalClockSkew_ns 0.001650 \
    ys.flops 25 \
    gr-total-overflow 0 \
    die_area_um2 9604 \
    wl_mm 2.837 \
    crit_start "DR2[6]" \
    num_rows 28 \
    maxSlewHeadroom 0.7518 \
    clk_latency_ns 0.27 \
    endpoint "debug_dr2[6]" \
    timing.setup.tns_ns 0 \
    coreArea_um2 5921 \
    cp_cell_sequence "clkdlybuf4s50_1" \
    grt_max_degree 18 \
    viasPerCell 4.029 \
    arrival_ns 1.21 \
    cp-end-kind "output pin" \
    r2r-start "DR2[6]" \
    cp.required_ns 1.28 \
    r2r_end "DR2[5]" \
    grt_antenna_before_repair 0 \
    grt_first_pass_wirelength_mm 4.809 \
    final_common_cell "clkdlybuf4s50_1" \
    status "finished clean" \
    fp.dieH_um 98 \
    drt_iter0_drc 78 \
    final-hold-violation-count 0 \
    start_kind "flip-flop" \
    first_pass_iters 4 \
    hold_path_class "primary input to async pin" \
    worstSetupPathType "flip-flop to output pin" \
    cpMaxStageDelayCell "clkdlybuf4s50_1" \
    warning_count 27 \
    synth_chip_area_um2 1107 \
    cts_root_buf "clkbuf_8" \
    ir_drop_mv 0.3204 \
    clockBufferDepth 2 \
    cts.sinks 25 \
    antenna_cells 0 \
    dp_hpwl_mm 2.146 \
    slew_violations 0 \
    gp_congestion 0.8131 \
    r2r_slack_ns 0.68 \
    postSynthCellCount 85 \
    ctsHoldBuffers 0 \
    netlist_area_um2 1107 \
    fmaxAchievable_mhz 655.3 \
    drive_above_1_share 0.2576 \
    worst_slew_pin_slew_ns 0.3722 \
    min_period_ns 1.526 \
    yosysWarningCount 1 \
    most-common-layout-cells "clkdlybuf4s50_1 (37), nor3_1 (19), dfrtp_1 (16)" \
    grt_usage 0.05886 \
    io_pins 41 \
    wl_per_cell_um 13.71 \
]
==> timing repair <==
action | CTS | global route
pin swaps | 2 | 2
gates resized | 12 | 5
buffers inserted | 0 | 1
setup endpoints to repair | 1 | 1
==> cells in the mapped netlist <==
library cell	count	area, um2
dfrtp_1	17	425.4
a22oi_1	1	7.510
nor2_1	3	11.26
nand2_4	1	11.26
inv_1	3	11.26
edfxtp_1	8	240.2
mux2_2	8	90.09
a21oi_1	2	10.01
o21a_1	1	7.510
nor4bb_2	1	16.27
o32ai_2	1	16.27
buf_6	4	45.04
and2_1	1	6.260
ha_1	3	37.54
or2_4	1	8.760
nand3_1	1	5.000
nand2_2	2	12.51
nor3_1	19	95.09
o22ai_1	8	50.05
==> through the flow <==
stage | worst slack [ns] | cell area (um2) | util | cells | power, mW
floorplan | 0.3103 | 1107 | - | 85 | 1.098
global placement | -0.4987 | 1602 | 0.2705 | 202 | 1.498
detailed placement | -0.5270 | 1602 | 0.2705 | 202 | 1.504
CTS | 0.01264 | 1677 | 0.2832 | 206 | 1.902
global route | 0.01752 | 1680 | 0.2838 | 207 | 2.001
finish | 0.07402 | 1680 | 0.2838 | 207 | 1.864
==> metal layers <==
| layer | GRT usage | share of wire | vias up |
|---|---|---|---|
| met5 | 0 | 0 | - |
| met4 | 0.01119 | 0.015 | 0 |
| met3 | 0.01280 | 0.054 | 2 |
| met2 | 0.09848 | 0.52 | 18 |
| met1 | 0.07703 | 0.41 | 404 |
| li1 | - | - | 410 |
==> layout make-up <==
class,count,area (um2)
multi-input cells,53,417.9
fillers,626,4240
inverters,3,11.26
well taps,75,93.84
clock buffers,3,41.29
repair buffers,47,441.7
flip-flops and latches,25,666.9
clock inverters,1,7.507
==> worst min path at each step <==
stage | to | slack (ns) | cells past startpoint
finish | DR2[2] | 0.37 | 2
CTS | DR2[2] | 0.37 | 2
global route | DR2[2] | 0.37 | 2
==> kinds of logic after synthesis <==
kind of cell / synth area share
AND-OR/OR-AND: 0.08250
multiplexers: 0.08136
adder cells (fa/ha/maj): 0.03390
flip-flops: 0.6011
AND/OR/NAND/NOR: 0.1503
buffers and inverters: 0.05084
==> where the power goes <==
group	total [mW]	switching [mW]	internal, mW
clock	0.381	0.205	0.176
combinational	0.522	0.132	0.390
sequential	0.961	0.129	0.832
total	1.86	0.466	1.40
No activity file was given, so power comes from the tool's default toggle rates.
